<file path="./design.v">
module control 
(
	input      clk, 
	input      reset, 
	input      gl_reset, 
	input      set,
	output reg running
);
	always @ (posedge clk)
		if ((reset == 1) | (gl_reset == 1))
			running  =  0;
		else if (set == 1)
			running = 1;
endmodule
module counter 
(
	input        clk, 
	input        enable,
	output       count72,
	output       count8
);
	wire         each8;
	reg    [8:0] count_reg;
	always @ (posedge clk)
		if (enable == 0)
          count_reg <= 0;
		else begin
          count_reg <= count_reg + 1;
		end
	assign each8   = ((count_reg % 8) == 7);
	assign count72 = (count_reg == 71);
	assign count8  = each8 & ~count72;
endmodule
module flags 
(
	input      clk, 
	input      set,  
	input      reset, 
	input      dIn,
	output reg dReady, 
	output reg dError
);
	always @(posedge clk)
		if (reset == 1) begin
          dReady = 0;
          dError = 0;
          end
		else if (set == 1) begin
          dReady <= dIn;
          dError <= ~dIn;
        end
	initial $monitor("dReady %b %b", dReady, dError, $time);
endmodule
module ser_par_conv 
(
	input            clk, 
	input            enable, 
	input            dIn,
	output reg [7:0] dOut
);
	always @ (posedge clk)
		if (enable == 1)
			dOut = {dIn, dOut[7:1]};
endmodule
module start_detect 
(
	input        clk, 
	input        reset, 
	input        gl_reset, 
	input        dIn,
	output       valid
);
	reg    [3:0] shift_reg;
	always @ (posedge clk) begin
		if (reset | gl_reset)
          shift_reg = 0;
		else
          shift_reg = { shift_reg[2:0], dIn };
		end
	assign valid = (shift_reg [0] == 0) &
    	           (shift_reg [2] == 0) & 
				   (shift_reg [3] == 1);
endmodule
module uar (
	input        clk, 
	input        gl_reset, 
	input        dIn,
	output [7:0] dOut,
	output       dReady, 
	output       dError
);
	wire         running, finish, count8, start;
	start_detect s_d(
		.clk(clk), 
		.reset(running), 
		.gl_reset(gl_reset), 
		.dIn(dIn),	
		.valid(start)
	);
	counter      cov (
		.clk(clk), 
		.enable(running),	
		.count72(finish), 
		.count8(count8)
	);
	ser_par_conv s_p (
		.clk(clk), 
		.enable(count8), 
		.dIn(dIn),
		.dOut(dOut)
	);
	flags        fla (
		.clk(clk), 
		.set(finish), 
		.reset(start), 
		.dIn(dIn),	
		.dReady(dReady), 
		.dError(dError)
	);
	control      con (
		.clk(clk), 
		.reset(finish), 
		.gl_reset(gl_reset), 
		.set(start),
		.running(running) 
	);
endmodule
</file>
<file path="./run.sh">
#!/bin/bash
# OpenROAD 26Q1-2900-gdf79404cd8, Yosys 0.63+post, stock flow scripts
make -C /OpenROAD-flow-scripts/flow DESIGN_CONFIG=/design/flow/config.mk WORK_HOME=/design/flow/orfs finish
</file>
<file path="./config.mk">
export PLATFORM = sky130hd
export DESIGN_NAME = uar
export DESIGN_NICKNAME = uar
export VERILOG_FILES = /design/flow/design.v
export SDC_FILE = /design/flow/constraint.sdc
export NUM_CORES = 4
export LEC_CHECK = 1
export CORE_AREA = 10 10 99 99
export DIE_AREA = 0 0 109 109
</file>
<file path="./constraint.sdc">
current_design uar

set clk_period 2.4
set clk_io_pct 0.2

create_clock -name clk0 -period $clk_period [get_ports {clk}]

set non_clock_inputs [all_inputs -no_clocks]
set_input_delay [expr $clk_period * $clk_io_pct] -clock clk0 $non_clock_inputs
set_output_delay [expr $clk_period * $clk_io_pct] -clock clk0 [all_outputs]
</file>
==> results.cfg <==
; yosys + openroad results
[floorplanning]
chipWidth_um = 109
die_area_um2 = 11900
ioPinCount = 13
num_rows = 32
initCoreUtil_pct = 11.4
die_y_um = 109
design.core.area_um2 = 7730

[routing]
postRouteWirelength_um = 1450
dr.pass1.iters = 4
drt_iter0_drc = 31
drc = 0
ant_nets = 0
vias = 544
wl_per_cell_um = 7.74
drt-vias-per-instance = 2.91
insertedDiodeCount = 0

[final_layout]
area_growth_pct = 35.3
layout_top_cell = dfxtp_1
layout_top_cells = dfxtp_1, clkdlybuf4s50_1, and2_1, edfxtp_1, nand2_1
design_area_um2 = 1190
largest_reg_flops = 9
drive_above_1_share_pct = 8.24
fin_util_pct = 15.4

[clocking]
cts_tree = yes
clockBufferDepth = 2
insertion_delay_ns = 0.26
cts_repair_resize_count = 0
cts_post_setup_buffers_inserted = 0
numCtsBuffers = 3
clk_pin_slew_ns = 0.08
cts_root_buf = clkbuf_8
cts-htree-levels = 1
holdBufCountCts = 0
cts_sinks = 24

[global_route]
grt_first_pass_wirelength_um = 2300
antenna_found_initial = 0
use_met2_pct = 3.21
top_usage_layer = met1
track_usage_pct = 2.41
grt_max_degree = 15
grt_pass1_vias = 510
overflow = 0
gr-usage-met1_pct = 3.28
met3_usage_pct = 1.55

[worst_setup_path]
worstPathRequired_ns = 2.30
worstSetupPathType = flip-flop to flip-flop
cpMaxStageDelayCell = nor2b_1
crit_path_max_incr_delay_ns = 0.57
cp-start-kind = flip-flop
worstSetupEndpointType = flip-flop
crit_chain = ha_1 > nand2_1 > nor4_4 > nor2b_1
worstPathMaxFanout = 8
arrival_ns = 1.70

[synthesis]
yosysUniqueCellTypes = 25
fa_ha_area_share_pct = 2.84
ys_ff = 24
syn_area_um2 = 880
yosysChipArea_um2 = 880
syn_inst = 70
logic_family = simple AND/OR/NAND/NOR gates
synthAoiAreaFrac_pct = 6.40
synth_seq_share_pct = 63.7
muxShareOfSynthArea_pct = 2.28
syn_avg_cell_area_um2 = 12.6
yosysWarnings = 6
synth.cellmix.simpleShare_pct = 22.3
ys_sh_xor_pct = 1.99
ys_cells = 70

[job]
warnings = 25
cap_violations = 0

[final_timing]
finalSetupTns_ns = 0
max_slew_margin_pct = 52.7
maxSlewViolCount = 0
finalCritPeriodShare_pct = 75.0
setup_violations = 0
finClkSkew_ns = 0.00479
min_period_ns = 1.80
rsz0062_at_grt = no
timing.fmax_mhz = 555
tightest_slew_ns = 0.709
finalHoldViolCount = 0

[min_path]
hold_path.class = flip-flop to flip-flop

[placement]
dp.final_hpwl_um = 1070
placed_cell_area_um2 = 1120
globalplace.congestion = 0.777
portBuffers = 12

[power]
vdd_ir_drop_max_v = 0.000284
power.density_nw_per_um2 = 649
p_leak_nw = 0.382

[run_status]
status = finished, final reports clean
[per-layer routing]
metal	part of all wire (%)	wire [um]
met1	52	749
met2	35	510
met3	12	172
met4	1.0	15
met5	0	0
[cells in the mapped netlist]
| library cell | number | area share [%] |
|---|---|---|
| nand2b_1 | 2 | 1.4 |
| nor4_4 | 1 | 2.4 |
| mux2i_1 | 2 | 2.3 |
| o31a_1 | 1 | 1.0 |
| nor2_1 | 1 | 0.43 |
| o21ai_0 | 2 | 1.1 |
| a21boi_0 | 2 | 1.7 |
| nand3_1 | 3 | 1.7 |
| or3_1 | 2 | 1.4 |
| nor4_1 | 1 | 0.71 |
| clkbuf_1 | 1 | 0.43 |
| o31ai_1 | 1 | 0.85 |
| o211ai_1 | 1 | 0.85 |
| nor3_1 | 1 | 0.57 |
| nand2_1 | 6 | 2.6 |
| edfxtp_1 | 8 | 27 |
| nand4_1 | 1 | 0.71 |
| o21a_1 | 1 | 0.85 |
| or4b_4 | 1 | 1.6 |
| ha_1 | 2 | 2.8 |
| dfxtp_1 | 16 | 36 |
| nor2b_1 | 3 | 2.1 |
| and2_1 | 8 | 5.7 |
| xnor2_1 | 2 | 2.0 |
| or3b_2 | 1 | 1.0 |
[report_power, final]
group / switching [mW] / internal (mW)
logic: 0.00882 / 0.0231
registers: 0.00628 / 0.428
clock network: 0.125 / 0.181
[stage by stage]
stage          hold WS, ns  std cells  worst slack (ns)  power [mW]
2_1_floorplan        0.400         70             0.811       0.452
3_3_place_gp         0.408        183             0.674       0.478
3_5_place_dp         0.416        183             0.608       0.476
4_1_cts              0.440        187             0.596       0.786
5_1_grt              0.460        187             0.483       0.809
6_report             0.434        187             0.599       0.773
[worst max-delay path, delay by kind of cell, from the launching register on]
kind	cells	cell delay [ns]
flip-flops	1	0.34
AND/OR/NAND/NOR	3	0.84
adder cells (fa/ha/maj)	1	0.24
[logic make-up after synthesis]
| kind of cell | Yosys count |
|---|---|
| AND-OR/OR-AND | 8 |
| XOR/XNOR | 2 |
| buffers and inverters | 1 |
| adder cells (fa/ha/maj) | 2 |
| AND/OR/NAND/NOR | 31 |
| flip-flops | 24 |
| multiplexers | 2 |
[worst paths after layout]
check / start / to / slack (ns) / depth (start not counted)
max: cov.count_reg[0]$_SDFF_PN0_ / s_p.dOut[0]$_DFFE_PP_ / 0.60 / 4
min: s_d.shift_reg[1]$_SDFF_PP0_ / s_d.shift_reg[2]$_SDFF_PP0_ / 0.43 / 1
max reg2reg: cov.count_reg[0]$_SDFF_PN0_ / s_p.dOut[0]$_DFFE_PP_ / 0.60 / 4
min reg2reg: s_d.shift_reg[1]$_SDFF_PP0_ / s_d.shift_reg[2]$_SDFF_PP0_ / 0.43 / 1
[final cells by class]
| cell class | instances | area (um2) |
|---|---|---|
| sequential | 24 | 561 |
| timing repair buffer | 12 | 120 |
| multi-input combinational | 45 | 315 |
| clock buffer | 4 | 66.3 |
| tap | 102 | 128 |
| fill | 843 | 6540 |
Power and IR drop assume default switching activity.
